[flow/config.mk]
export PLATFORM = sky130hd
export DESIGN_NAME = JAM
export DESIGN_NICKNAME = JAM
export VERILOG_FILES = /design/flow/design.v
export SDC_FILE = /design/flow/constraint.sdc
export NUM_CORES = 4
export LEC_CHECK = 1
export CORE_UTILIZATION = 50
[flow/run.sh]
#!/bin/bash
# OpenROAD 26Q1-2900-gdf79404cd8, Yosys 0.63+post, stock flow scripts
make -C /OpenROAD-flow-scripts/flow DESIGN_CONFIG=/design/flow/config.mk WORK_HOME=/design/flow/orfs finish
[flow/design.v]
module JAM (
input CLK,
input RST,
output reg [2:0] W,
output reg [2:0] J,
input [6:0] Cost,
output reg [3:0] MatchCount,
output reg [9:0] MinCost,
output Valid );
parameter S_IDLE = 3'd0,
          S_CACULATE = 3'd1,
          S_FIND_RP = 3'd2,
          S_FIND_MIN = 3'd3,
          S_CHANGE_RP = 3'd4,
          S_DSEQ = 3'd5,
          S_FINISH = 3'd6;
wire find_rp, find_min;
wire [9:0] total;
wire [2:0] index;
wire [10:0] diff;
reg [2:0] state, n_state;
reg [15:0] seq_cnt;
reg [2:0] w_seq [0:7];
reg [2:0] caculate_cnt;
reg [2:0] rp;
reg [2:0] min;
reg [2:0] min_pointer;
reg [9:0] sum;
reg [2:0] pointer;
reg [2:0] min_record;
assign index = caculate_cnt;
assign diff = total - MinCost;
assign Valid = (state == S_FINISH)? 1'b1 : 1'b0;
assign find_rp = (~&rp)?1'b1:1'b0;
assign find_min = (min_pointer==rp)?1'b1:1'b0;
assign total = (&caculate_cnt)? sum+Cost : sum;
always@(posedge CLK or posedge RST)begin
    if(RST)begin
        state <= S_IDLE;
    end
    else begin
        state <= n_state;
    end
end
always@(*)begin
    case(state)
        S_IDLE:n_state = S_CACULATE;
        S_CACULATE:begin
            if(seq_cnt == 16'd40319 && &caculate_cnt)begin
                n_state = S_FINISH;
            end
            else if(&caculate_cnt)begin
                n_state = S_FIND_RP;
            end
            else begin
                n_state = state;
            end
        end
        S_FIND_RP:begin
            if(find_rp)begin
                n_state = S_FIND_MIN;
            end
            else begin
                n_state = state;
            end
        end
        S_FIND_MIN:begin
            if(find_min)begin
                n_state = S_DSEQ;
            end
            else begin
                n_state = state;
            end
        end
        S_CHANGE_RP: n_state = S_DSEQ;
        S_DSEQ:n_state = S_CACULATE;
	  S_FINISH: n_state = S_IDLE;
        default:n_state = S_IDLE;
    endcase
end
always@(posedge CLK or posedge RST)begin
    if(RST)begin
        w_seq[0] <= 3'd0;
        w_seq[1] <= 3'd1;
        w_seq[2] <= 3'd2;
        w_seq[3] <= 3'd3;
        w_seq[4] <= 3'd4;
        w_seq[5] <= 3'd5;
        w_seq[6] <= 3'd6;
        w_seq[7] <= 3'd7;
    end
    else if(state == S_FIND_MIN && min_pointer == rp)begin
        if(w_seq[min_record]>w_seq[rp])begin
            w_seq[min_record] <= w_seq[rp];
            w_seq[rp] <= w_seq[min_record];
        end
        else begin
        end
    end
    else if(state == S_DSEQ)begin
        case(rp)
            3'd0:begin
                w_seq[1] <= w_seq[7];
                w_seq[2] <= w_seq[6];
                w_seq[3] <= w_seq[5];
                w_seq[4] <= w_seq[4];
                w_seq[5] <= w_seq[3];
                w_seq[6] <= w_seq[2];
                w_seq[7] <= w_seq[1]; 
            end
            3'd1:begin
                w_seq[2] <= w_seq[7];
                w_seq[3] <= w_seq[6];
                w_seq[4] <= w_seq[5];
                w_seq[5] <= w_seq[4];
                w_seq[6] <= w_seq[3];
                w_seq[7] <= w_seq[2]; 
            end
            3'd2:begin
                w_seq[3] <= w_seq[7];
                w_seq[4] <= w_seq[6];
                w_seq[5] <= w_seq[5];
                w_seq[6] <= w_seq[4];
                w_seq[7] <= w_seq[3]; 
            end
            3'd3:begin
                w_seq[4] <= w_seq[7];
                w_seq[5] <= w_seq[6];
                w_seq[6] <= w_seq[5];
                w_seq[7] <= w_seq[4]; 
            end
            3'd4:begin
                w_seq[5] <= w_seq[7];
                w_seq[6] <= w_seq[6];
                w_seq[7] <= w_seq[5]; 
            end
            3'd5:begin
                w_seq[6] <= w_seq[7];
                w_seq[7] <= w_seq[6]; 
            end
        endcase
    end
end
always@(posedge CLK or posedge RST)begin
    if(RST)begin
        caculate_cnt <= 3'd0;
    end
    else if(state == S_CACULATE)begin
	  if(&caculate_cnt)begin
		caculate_cnt <= 3'd0;
	  end
	  else begin
		caculate_cnt <= caculate_cnt + 3'd1;
	  end
    end
    else begin
        caculate_cnt <= 3'd0;
    end
end
always@(*)begin
    if(state == S_CACULATE)begin
	W = index;
	J = w_seq[index];
    end
    else begin
      W = 3'd0;
      J = 3'd0;
    end
end
always@(posedge CLK or posedge RST)begin
    if(RST)begin
        sum <= 10'd0;
    end
    else if(state == S_CACULATE)begin
        if(&caculate_cnt)begin
            sum <= 10'd0;
        end
        else begin
            sum <= sum + Cost;
        end
    end
    else begin
        sum <= 10'd0;
    end
end
always@(posedge CLK or posedge RST)begin
    if(RST)begin
        MinCost <= 10'd1023;
        MatchCount <= 4'd0;
    end
    else if(&caculate_cnt)begin
        if(diff[10])begin
            MinCost <= total;
            MatchCount <= 4'd1;
        end
	  else if(~|diff)begin
	      MinCost <= MinCost;
	      MatchCount <= MatchCount + 4'd1;
	  end
        else begin
            MinCost <= MinCost;
            MatchCount <= MatchCount;
        end
    end
    else begin
        MinCost <= MinCost;
        MatchCount <= MatchCount;
    end
end
always@(posedge CLK or posedge RST)begin
    if(RST)begin
        seq_cnt <= 16'd0;
    end
    else if(state == S_DSEQ)begin
        seq_cnt <= seq_cnt + 16'd1;
    end
    else begin
    end
end
always@(posedge CLK or posedge RST)begin
    if(RST)begin
        pointer <= 3'd7;
        rp <= 3'd7;
    end
    else if(state == S_CACULATE)begin
	  rp <= 3'd7;
    end
    else if(state == S_FIND_RP)begin
        if(w_seq[pointer] > w_seq[pointer-3'd1])begin
            rp <= pointer - 3'd1;
            pointer <= 3'd7;
        end
        else begin
            rp <= rp;
            pointer <= pointer - 3'd1;
        end
    end
    else begin
        rp <= rp;
        pointer <= 3'd7;
    end
end
always@(posedge CLK or posedge RST)begin
    if(RST)begin
        min <= 3'd7;
        min_pointer <= 3'd7;
        min_record <= 3'd7;
    end
    else if(state == S_FIND_MIN)begin
        if(min_pointer > rp)begin
            min_pointer <= min_pointer -3'd1;
           if(w_seq[min_pointer] > w_seq[rp] && w_seq[min_pointer] <= min)begin
               min <= w_seq[min_pointer];
		   min_record <= min_pointer;
           end
           else begin
               min <= min;
           end
        end
        else begin
            min <= min;
        end
    end
    else begin
        min <= 3'd7;
	  min_pointer <= 3'd7;
    end
end
endmodule
[flow/constraint.sdc]
current_design JAM

set clk_period 6.9
set clk_io_pct 0.2

create_clock -name clk0 -period $clk_period [get_ports {CLK}]

set non_clock_inputs [all_inputs -no_clocks]
set_input_delay [expr $clk_period * $clk_io_pct] -clock clk0 $non_clock_inputs
set_output_delay [expr $clk_period * $clk_io_pct] -clock clk0 [all_outputs]
==> metrics.cfg <==
[critical_path]
cp_cell_sequence=clkdlybuf4s50_1 > ha_1 > inv_1 > fa_1 > nor2b_1 > o21a_1 > nor2_1 > xnor2_1 > mux2_2 > ha_1 > nand3_1 > o2111ai_1 > xor2_1 > a2111oi_4 > or4b_1 > or3_1 > o211ai_1
path_class=in -> reg
crit_required_ns=7.17
crit_slowest_cell=or4b_1
path_max_fanout=7
cp_common_cell=ha_1
arrival_ns=5.37
crit_buf_inv=2
end_kind=flip-flop
worstReg2RegEnd=w_seq[6][1]
start_kind=input port
cpPeakStageDelay_ns=0.49
r2r_setup_slack_ns=2.45
reg2regPathDepth=12
path_delay_family=simple AND/OR/NAND/NOR gates
r2r-start=rp[2]

[yosys]
top_cells_by_count=nand2_1, nor2_1, a21oi_1, o21ai_0, ha_1
synth_area_per_cell_um2=8.44
ys.flops=88
yosysSeqAreaShare=0.302
synth_cell_types=76
syn_area_um2=7440
edf_count=0
ff_type=dfrtp_1
top_cell_area_share=0.168
yosysCellCount=882
synth_async_sr_flop_share=1.00
synth_cells=882
top_area_cell=dfrtp_1
synth_dominant_cell_count=nand2_1
yosysWarnings=2
ys_top_cells_by_area=dfrtp_1, dfstp_2, ha_1
yosysChipArea_um2=7440

[detailed_routing]
insertedDiodeCount=0
routedWlPerCell_um=20.6
drc=0
dr.pass1.iters=7
drt_iter0_drc=736
postRouteWirelength_um=21800
vias=6916
viasPerCell=6.52
ant_nets=0

[final_timing]
drv_slew=0
setup_violations=0
period_needed_ns=5.10
max-slew-margin-rel=0.404
fin_setup_tns_ns=0
fin_ws_ns=1.80
holdWs_ns=0.377
worstMarginPinSlew_ns=0.871
fin_crit_sh=0.739
hold_viol=0
fin_skew_ns=0.0140
rsz0062_at_grt=no
fmax_ghz=0.196

[clock_network]
cts-root-buf=clkbuf_16
hold_buffers=0
cts_max_level=3
post-cts-setup-buffer-count=0
cts_sinks=88
clkSlewWorstSetupHoldPaths_ns=0.07
cts_buffers=9
cts_resized=0
cts_tree=yes
clk_path_buf_depth=2
insertion_delay_ns=0.36

[final_layout]
syn2layout_area_growth_pct=8.76
fillers=1278
finalNonFillerCells=1060
final_area_um2=8100
drive_gt1_frac=0.116
utilization=0.557

[status]
status=completed

[placement]
finalWeightedCongestion=0.983
portBuffers=29
dp_cells=1044
hpwl_um=14600
placed_area_um2=7790
preCtsSetupSlack_ns=1.43

[floorplanning]
chip_area_um2=15400
core_um2=14500
die_y_um=124
rows=44
fp.dieW_um=124
io_pins=30
fp_util=0.512

[global_route]
overflow=0
grt.total_usage=0.300
grt_start_max_net_pins=48
antenna_found_initial=1
grt_pass1_vias=6096
grt_pass1_wl_um=33800

[power_and_ir_drop]
power_density_nw_per_um2=130
leakage_nw=3.36
irDropWorstVdd_mv=0.184
finalPower_mw=1.06

[min_path]
min_to=state[0]
hold_path_depth=0
hold_class=reg -> reg
min_from=state[2]

[run]
tool_warnings=38
maxCapViolations=0

==> power by group <==
| part | leakage, nW | switching [mW] | internal [mW] |
|---|---|---|---|
| Combinational | 2.13 | 0.0145 | 0.00748 |
| Clock | 0.144 | 0.230 | 0.287 |
| Sequential | 1.08 | 0.0000577 | 0.517 |
==> cell families after synthesis <==
kind of cell / Yosys count / synth area share
fa+ha+maj: 54 / 0.0928
buf+inv: 109 / 0.0568
simple gates: 273 / 0.182
compound gates: 271 / 0.250
mux: 57 / 0.0812
xor+xnor: 30 / 0.0353
flops: 88 / 0.302
==> worst reg2reg max path: stages (launching register included) <==
cell       delay [ns]
dfstp_2          0.51
buf_4            0.42
inv_1            0.49
nand2_1          0.38
nor2_1           0.07
a31o_2           0.33
ha_1             0.34
o21a_1           0.11
o21ai_0          0.10
o21ai_1          0.57
o311ai_1         0.43
a2111oi_0        0.50
a211o_1          0.17
==> state kept, by name, indices dropped and copies added (netlist names), 4 cells and up <==
name,flops
MatchCount,4
MinCost,10
seq_cnt,16
state,6
sum,10
w_seq,24
==> final cells by class <==
cell class,count,area [µm²],share of cell area
Sequential cell,88,2250,0.278
Clock buffer,10,229,0.0283
Tap cell,184,230,0.0284
Multi-Input combinational cell,685,4770,0.589
Inverter,49,185,0.0229
Clock inverter,6,72.6,0.00896
Timing Repair Buffer,38,358,0.0442
==> how the worst max path moves through the flow <==
stage     startpoint             to  slack (ns)  cells past startpoint
5_1_grt      Cost[0]  MatchCount[3]        1.55                     17
4_1_cts      Cost[0]  MatchCount[3]        1.79                     17
6_report     Cost[0]  MatchCount[3]        1.80                     17
==> placed cells by master, fill, tap and decap left out, types with 10 or more instances in the layout <==
| master | Yosys | final |
|---|---|---|
| nand2_1 | 88 | 88 |
| nor2_1 | 58 | 58 |
| a21oi_1 | 55 | 55 |
| o21ai_0 | 54 | 54 |
| ha_1 | 52 | 52 |
| dfrtp_1 | 50 | 50 |
| inv_1 | 48 | 47 |
| dfstp_2 | 38 | 38 |
| mux2i_1 | 30 | 30 |
| clkdlybuf4s50_1 | 0 | 29 |
| nand3_1 | 24 | 24 |
| mux2_2 | 24 | 24 |
| xnor2_1 | 19 | 19 |
| o211ai_1 | 17 | 17 |
| a211oi_1 | 16 | 16 |
| a22oi_1 | 16 | 16 |
| nor2b_1 | 15 | 15 |
| a222oi_1 | 12 | 12 |
| nor3_1 | 12 | 12 |
| nand2b_1 | 11 | 11 |
| a21o_1 | 11 | 11 |
| xor2_1 | 11 | 11 |
| nand4_1 | 10 | 10 |
| and2_1 | 10 | 10 |
| a31oi_1 | 10 | 10 |
==> routing by layer <==
metal  global-route usage  part of all wire  vias to the layer above
met1                0.464              0.45                     3291
met2                0.429              0.43                      328
met3               0.0724             0.092                       69
met4               0.0744             0.033                        2
met5                    0           0.00060                        -
li1                     -                 -                     3226
Power figures rest on the tool's default switching activity, not on a simulated workload.
